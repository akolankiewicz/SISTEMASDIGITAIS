<file path="flow/config.mk">
export PLATFORM = sky130hd
export DESIGN_NAME = elevador_pequeno
export DESIGN_NICKNAME = elevador_pequeno
export VERILOG_FILES = /design/flow/design.v
export SDC_FILE = /design/flow/constraint.sdc
export NUM_CORES = 4
export LEC_CHECK = 1
export CORE_UTILIZATION = 40
</file>
<file path="flow/constraint.sdc">
current_design elevador_pequeno

set clk_period 3.7
set clk_io_pct 0.2

create_clock -name clk0 -period $clk_period [get_ports {CLOCK_50}]

set non_clock_inputs [all_inputs -no_clocks]
set_input_delay [expr $clk_period * $clk_io_pct] -clock clk0 $non_clock_inputs
set_output_delay [expr $clk_period * $clk_io_pct] -clock clk0 [all_outputs]
</file>
<file path="flow/design.v">
module elevador_pequeno (
    input CLOCK_50,
    input [3:0] KEY,
    input [9:0] SW,
    output [6:0] HEX0,
    output [6:0] HEX1,
    output [6:0] HEX2,
    output [6:0] HEX3,
    output [9:0] LEDR,
    output [7:0] LEDG
);
    localparam IDLE = 2'b00, UP = 2'b01, DOWN = 2'b10;
    reg [1:0] state = IDLE;
    reg [2:0] floor = 3'd1;
    reg [4:0] calls = 5'b0;
    reg [1:0] people = 2'b0;   
    reg emergency_mode = 1'b0;   
    reg key0_prev, sw9_prev, sw8_prev;
    always @(posedge CLOCK_50) begin
        key0_prev <= ~KEY[0];
        sw9_prev <= SW[9];
        sw8_prev <= SW[8];
    end
    wire emergency_pressed = ~key0_prev && ~KEY[0];   
    wire add_person = ~sw9_prev && SW[9];
    wire rem_person = ~sw8_prev && SW[8];
    wire is_full = (people == 2'd3);
    wire [4:0] sw_calls = SW[4:0];
    reg [25:0] counter = 0;
    wire move_tick = (counter == 26'd50000000);
    always @(posedge CLOCK_50) begin
        if (counter == 26'd50000000) begin
            counter <= 0;
        end else begin
            counter <= counter + 1'b1;
        end
    end
    reg [2:0] next_floor;
    always @(posedge CLOCK_50) begin
        if (emergency_pressed) begin
            emergency_mode <= 1'b1;
            calls <= 5'b0;   
        end
        else if (!emergency_mode) begin
            if (add_person && people < 2'd3) people <= people + 1;
            if (rem_person && people > 2'd0) people <= people - 1;
        end
        if (emergency_mode) begin
            calls <= 5'b0;   
        end
        else if (move_tick) begin
            next_floor = floor;   
            if (!is_full && calls != 5'b0) begin
                case (floor)
                    3'd1: begin
                        if (calls[4] || calls[3] || calls[2] || calls[1]) next_floor = 3'd2;
                    end
                    3'd2: begin
                        if (calls[4] || calls[3] || calls[2]) next_floor = 3'd3;
                        else if (calls[0]) next_floor = 3'd1;
                    end
                    3'd3: begin
                        if (calls[4] || calls[3]) next_floor = 3'd4;
                        else if (calls[1] || calls[0]) next_floor = 3'd2;
                    end
                    3'd4: begin
                        if (calls[4]) next_floor = 3'd5;
                        else if (calls[2] || calls[1] || calls[0]) next_floor = 3'd3;
                    end
                    3'd5: begin
                        if (calls[3] || calls[2] || calls[1] || calls[0]) next_floor = 3'd4;
                    end
                endcase
                case (next_floor)
                    3'd1: calls[0] <= 1'b0;
                    3'd2: calls[1] <= 1'b0;
                    3'd3: calls[2] <= 1'b0;
                    3'd4: calls[3] <= 1'b0;
                    3'd5: calls[4] <= 1'b0;
                endcase
            end
            floor <= next_floor;
            if (next_floor > floor) begin
                state <= UP;
            end else if (next_floor < floor) begin
                state <= DOWN;
            end else begin
                state <= IDLE;
            end
        end
        else begin
            calls <= calls | sw_calls;
        end
        if (move_tick && emergency_mode) begin
            if (floor > 3'd1) begin
                floor <= floor - 1'b1;   
                state <= DOWN;
            end else begin
                emergency_mode <= 1'b0;
                state <= IDLE;
            end
        end
    end
    reg [6:0] seg_floor;
    always @(*) begin
        if (emergency_mode) begin
            seg_floor = 7'b0111111;   
        end else begin
            case (floor)
                3'd1: seg_floor = 7'b0000110;   
                3'd2: seg_floor = 7'b1011011;   
                3'd3: seg_floor = 7'b1001111;   
                3'd4: seg_floor = 7'b1100110;   
                3'd5: seg_floor = 7'b1101101;   
                default: seg_floor = 7'b0000000;
            endcase
        end
    end
    reg [6:0] seg_direction;
    always @(*) begin
        if (emergency_mode) begin
            seg_direction = 7'b1101111;   
        end else begin
            case (state)
                UP:      seg_direction = 7'b1101101;   
                DOWN:    seg_direction = 7'b1011110;   
                IDLE:    seg_direction = 7'b1110011;   
                default: seg_direction = 7'b0000000;
            endcase
        end
    end
    reg [6:0] seg_people;
    always @(*) begin
        if (emergency_mode) begin
            seg_people = 7'b0000110;   
        end else begin
            case (people)
                2'd0: seg_people = 7'b0111111;   
                2'd1: seg_people = 7'b0000110;   
                2'd2: seg_people = 7'b1011011;   
                2'd3: seg_people = 7'b1001111;   
                default: seg_people = 7'b0000000;
            endcase
        end
    end
    assign HEX0 = ~seg_floor;       
    assign HEX1 = ~seg_direction;   
    assign HEX2 = ~seg_people;      
    assign HEX3 = 7'b1111111;       
    assign LEDR[4:0] = calls;       
    assign LEDR[9:8] = people;      
    assign LEDR[7:5] = 3'b0;
    assign LEDG[0] = (state == UP);        
    assign LEDG[1] = (state == DOWN);      
    assign LEDG[2] = is_full;              
    assign LEDG[3] = emergency_mode;       
    assign LEDG[7:4] = 4'b0;
endmodule
</file>
<file path="flow/run.sh">
#!/bin/bash
# OpenROAD 26Q1-2900-gdf79404cd8, Yosys 0.63+post, stock flow scripts
make -C /OpenROAD-flow-scripts/flow DESIGN_CONFIG=/design/flow/config.mk WORK_HOME=/design/flow/orfs finish
</file>
==> notes.md <==
flow finished, numbers: largest net degree at the start of global routing=21, flip-flops with a built-in enable=4, fin crit share=87.67%, most frequent CP cell=ha_1, Async S/R FF share, synth=0%, Max-area cell share=28.84%, distinct lib cells=61, crit path setup slack, layout=456.1 ps, die area=6922 sq um, clock power share=30.9%, slowest stage delay, CP=430 ps, Max-Cap Viols=0, Seq share, synth=33.40%, switching share of power=27.51%, R2R Setup Slk=460 ps, Final Hold Violating Endpoints=0, yosys cell count=308, Die Height=83.20 um, vias in the first global route=1817, static leakage power=0.001259 uW, PostCTS Resize Cnt=0, Core Footprint=6350 sq um, Post-CTS Setup Bufs=0, Clock transition at path regs=80 ps, run status=complete, no violations, post-DP HPWL=3743 um, Synth Instances=308, hold depth=1, total CTS buffers=5, Worst R2R End=state[0]$_SDFFCE_PP0P_, #FFs+latches synth=42, hold path startpoint=counter[0]$_SDFF_PP0_, top_reg_cell synth=dfxtp_1, Fin Clk Skew=5.205 ps, critical path cell sequence=inv_1 > ha_1 > nor2_1 > a311oi_2 > o22ai_1 > a221oi_4 > o21ai_0 > ha_1 > a21o_1 > a21oi_1 > a31oi_1 > and2_1, fp util=41.54%, final setup violation count=0, Inserted Diodes=0, I/O Pins=61, Yosys Chip Area=2638 sq um, PwrDens=303.8 nW/um^2, Post-CTS Hold Fix Bufs=0, Fin Setup TNS=0 ps, Synthesis Warnings=1, DR vias/cell=5.101, Worst VDD drop=0.1671 mV, net switching power=255.0 uW, worst slack at placement=482.9 ps, area grow syn2layout=15.65%, CP max-delay cell=dfxtp_1, CP required=3750 ps, H-tree depth=2, Min-Delay Path Class=flip-flop to flip-flop, area leader, netlist=dfxtp_1, Reg power frac=51.5%, worst r2r path cells=12, routed len/inst=12.26 um, WP data arrival=3300 ps, max-slew violation count=0, CP max FO=10, remaining routing DRC violations=0, mapped cell area=2638 sq um, GPL Wtd Cong=0.8527, Die Wd=83.20 um, Worst Setup End Kind=flip-flop, worst hold endpoint=counter[0]$_SDFF_PP0_, Int Power=671.8 uW, vias=2112, OpenROAD warning count=43, Worst Setup Start Kind=flip-flop, RSZ-0062 raised after global routing=no, Power Total=926.9 uW, share of cells above drive strength 1=6.825%, Post-synth area hogs=dfxtp_1, ha_1, nor2_1, root buffer cell=clkbuf_8, drt first pass iters=4, syn avg cell area=8.563 sq um, Reg-to-Reg Start=floor[1]$_DFF_P_, GRT Total Usage=15.30%, Routed Antenna Nets=0, Worst Tran Pin Value=647.2 ps, Buffers on Ports=39, Fmax=308.3 MHz, initial antenna violation count=0, Site Rows=29, buffer depth of the longest clock path=2, CTS tree=done, first-pass GRT wire length=8707 um, crit path time final=3244 ps, top-count cell post-synth=nor2_1, global route overflow=0, initial drt markers=137, latest clock arrival within the worst-skew pair=290 ps, commonest cells in the netlist=nor2_1, dfxtp_1, nand2_1, Sink Count=42, post-layout util=48.04%, overall routed net length=5075 um, Gate power share=17.5%, Slew Limit Headroom=56.80%, critical path type=flip-flop to flip-flop
==> sequential cells by signal, indices dropped and copies added, names as in the netlist <==
signal,cells
people,2
floor,3
calls,5
key0_prev,1
counter,26
sw8_prev,1
sw9_prev,1
state,2
emergency_mode,1
==> kinds of logic after synthesis <==
family	count (synthesis)	synth area share [%]
buffers and inverters	45	10.20
and+or+nand+nor	122	24.00
other	2	0.2847
xor gates and xnor gates	24	7.970
adders and majority gates	19	9.013
muxes	1	0.4269
DFF	42	33.40
AOI/OAI and AO/OA	53	14.71
==> how the worst max path moves through the flow <==
stage           startpoint                     end  slack (ps)  cells after the start
4_1_cts   floor[1]$_DFF_P_  state[0]$_SDFFCE_PP0P_         450                     12
5_1_grt   floor[1]$_DFF_P_  state[0]$_SDFFCE_PP0P_         200                     12
6_report  floor[1]$_DFF_P_  state[0]$_SDFFCE_PP0P_         460                     12
==> layer usage <==
metal | track usage, % | vias up | share of wire [%]
li1 | - | 1091 | -
met1 | 25.79 | 962 | 52
met2 | 22.06 | 55 | 43
met3 | 2.119 | 4 | 4.2
met4 | 1.411 | 0 | 1.0
met5 | 0 | - | 0
==> stage by stage <==
stage / hold slack [ps] / area, sq um / instances
5_1_grt: 509.7 / 3050 / 414
3_3_place_gp: 457.2 / 2965 / 406
6_report: 476.6 / 3050 / 414
3_5_place_dp: 466.1 / 2965 / 406
4_1_cts: 484.1 / 3050 / 414
2_1_floorplan: 437.2 / 2686 / 321
==> power groups by stage <==
| stage | Combinational (uW) | Sequential, uW | Clock, uW |
|---|---|---|---|
| CTS | 162 | 477 | 304 |
| finish | 163 | 478 | 287 |
| global route | 181 | 479 | 326 |
==> layout by cell type, fill, tap and decap left out, types with 2 or more instances in the layout <==
cell type	netlist	layout
conb_1	2	15
nand4_1	7	7
clkdlybuf4s50_1	0	39
ha_1	19	19
o22a_1	2	2
o21ai_0	12	12
a21oi_1	9	9
nor2_1	45	45
xnor2_1	10	10
dfxtp_1	38	38
nand3_1	10	10
and3_1	6	6
o21a_1	4	4
inv_1	12	12
and2_1	2	2
nor3_1	5	4
o21ai_1	3	3
nor4b_1	2	2
or3_1	2	2
nor4bb_1	2	2
a31o_1	2	2
clkbuf_8	0	5
nand2_1	23	23
edfxtp_1	4	4
a31oi_1	3	3
nor2b_1	2	2
a21o_1	3	3
nand3b_1	3	3
xor2_1	14	14
a22o_1	2	2
==> critical path, delay by kind of cell, from the launching register on <==
| kind | cells | cell delay, ps |
|---|---|---|
| compound gates | 7 | 1420 |
| buf+inv | 1 | 170 |
| simple gates | 2 | 280 |
| fa+ha+maj | 2 | 690 |
| flops | 1 | 430 |
==> area by class of cell <==
class / count / area [sq um]
multi-input combinational: 234 / 1541
inverter: 13 / 48.80
fill: 600 / 3299
tap: 77 / 96.34
sequential: 42 / 880.8
clock inverter: 3 / 16.27
clock buffer: 5 / 68.82
timing repair buffer: 40 / 397.9
Power is estimated from default activity; no workload was simulated.
